[flow/run.sh]
#!/bin/bash
# OpenROAD 26Q1-2900-gdf79404cd8, Yosys 0.63+post, stock flow scripts
make -C /OpenROAD-flow-scripts/flow DESIGN_CONFIG=/design/flow/config.mk WORK_HOME=/design/flow/orfs finish
[flow/config.mk]
export PLATFORM = sky130hd
export DESIGN_NAME = player
export DESIGN_NICKNAME = player
export VERILOG_FILES = /design/flow/design.v
export SDC_FILE = /design/flow/constraint.sdc
export NUM_CORES = 4
export LEC_CHECK = 1
export CORE_UTILIZATION = 30
[flow/constraint.sdc]
current_design player

set clk_period 3.9
set clk_io_pct 0.2

create_clock -name clk0 -period $clk_period [get_ports {clk_36MHz}]

set non_clock_inputs [all_inputs -no_clocks]
set_input_delay [expr $clk_period * $clk_io_pct] -clock clk0 $non_clock_inputs
set_output_delay [expr $clk_period * $clk_io_pct] -clock clk0 [all_outputs]
[flow/design.v]
module bullet(
	    input wire 	     clk_36MHz,
	    input wire 	     reset,  
	    input wire 	     enable,
	    input wire 	     hit,
	    input wire 	     shoot,
	    input wire [4:0] ship_x,
	    output reg 	     bullet_flying,
	    output reg [4:0] bullet_x,
	    output reg [3:0] bullet_y
	    );
   timer_1us # (90000) timer_1us1(
				 .clk_36MHz(clk_36MHz),
				 .reset(reset),
				 .en(1),
				 .q(tick)
				 );
   initial begin
      bullet_flying <= 0;
      bullet_x <= 0;
      bullet_y <= 14;
   end
   always @(posedge clk_36MHz) begin
      if (reset == 0) begin
	 bullet_flying <= 0;
	 bullet_x <= 0;
	 bullet_y <= 14;
      end
      else begin
	 if (bullet_flying == 0) begin
	    if (shoot == 1) begin
	       bullet_flying = 1;
	       bullet_x <= ship_x;
	       bullet_y <= 12;
	    end
	    else begin
	       bullet_flying <= 0;
	       bullet_x <= 0;
	       bullet_y <= bullet_y;
	    end
	 end
	 else begin 
	    if (hit == 1 || bullet_y == 0) begin
	       bullet_flying <= 0;
	       bullet_x <= 0;
	       bullet_y <= 15; 
	    end else if (tick) begin
	       bullet_flying <= bullet_flying;
	       bullet_x <= bullet_x;
	       bullet_y = bullet_y - 1;
	    end
	    else begin
	       bullet_flying <= bullet_flying;
	       bullet_x <= bullet_x;
	       bullet_y <= bullet_y; 
	    end
	 end  
      end  
   end  
endmodule
module edge_detector_debouncer(
			       input wire clk_36MHz,
			       input wire reset,  
			       input wire enable,
			       input wire in,
			       output reg debounced	       
			       );   
   reg [1:0] 				  current_state;
   reg [1:0] 				  next_state;
   reg 					  counter_enabled;
   wire 				  timeout;
   parameter [1:0] not_detected = 2'b00;
   parameter [1:0] edge_detected = 2'b01;
   parameter [1:0] disabled = 2'b11;
   parameter [1:0] waiting = 2'b10;
   timer_1us  # (1000) timer_1us1(
			.clk_36MHz(clk_36MHz),
			.reset(reset),
			.en(counter_enabled),
			.q(timeout)
			);
   initial begin
      current_state <= 2'b00;
      next_state <= 2'b00;
   end
   always @(posedge clk_36MHz)
     begin
	if (reset == 0)	  
	  begin
	     current_state <= not_detected;	     
	  end
	else
	  begin
	     if (enable == 1)
	       begin
		  current_state <= next_state;
	       end
	  end  
     end  
   always @(current_state or in or timeout)
     begin
	next_state <= current_state;
	case (current_state)
	  not_detected:
	    begin
	       debounced <= 0;
	       counter_enabled <= 0;
	       if (in == 0)
		 next_state <= not_detected;
	       else
		 next_state <= edge_detected;
	    end	  
	  edge_detected:
	    begin
	       debounced <= 1;
	       counter_enabled <= 0;
	       next_state <= disabled;
	    end
	  disabled:
	    begin
	       debounced <= 0;
	       counter_enabled <= 1;
	       if (timeout == 1)
		 begin
		    if (in == 0)
		      next_state <= not_detected;
		    else
		      next_state <= waiting;
		 end
	       else
		 current_state <= current_state;
	    end  
	  waiting:
	    begin
	       debounced <= 0;
	       counter_enabled <= 0;
	       if (in == 0)
		 next_state <= not_detected;
	       else
		 next_state <= waiting;
	    end
	  default:
	    begin
	       debounced <= 0;
	       counter_enabled <= 0;
	       if (in == 0)
		 next_state <= not_detected;
	       else
		 next_state <= waiting;
	    end
	endcase
     end
endmodule
module player(
	      input wire       clk_36MHz,
	      input wire       reset,
	      input wire       clear,
	      input wire       left,
	      input wire       right,
	      input wire       start,
	      input wire       shoot,
	      input wire       clear_score,
	      input wire       enable,
	      input wire       hit,
	      output wire [4:0] ship_x,
	      output wire       start_debounced,
	      output wire [4:0] bullet_x,
	      output wire [3:0] bullet_y,
	      output wire       bullet_flying,
	      output reg [7:0] score
	   );
   wire [4:0] 		       o_ship_x;
   wire [4:0] 		       o_bullet_x;
   wire [3:0] 		       o_bullet_y;
   edge_detector_debouncer left_debouncer(
					  .clk_36MHz(clk_36MHz),
					  .reset(reset),
					  .enable(enable),
					  .in(left),
					  .debounced(left_debounced)
					  );
   edge_detector_debouncer right_debouncer(
					   .clk_36MHz(clk_36MHz),
					   .reset(reset),
					   .enable(enable),
					   .in(right),
					   .debounced(right_debounced)
					   );
   edge_detector_debouncer start_debouncer(
					   .clk_36MHz(clk_36MHz),
					   .reset(reset),
					   .enable(enable),
					   .in(start),
					   .debounced(start_pulse)
					   );
   edge_detector_debouncer shoot_debouncer(
					   .clk_36MHz(clk_36MHz),
					   .reset(reset),
					   .enable(enable),
					   .in(shoot),
					   .debounced(shoot_debounced)
					   );
   ship ship1(
	      .clk_36MHz(clk_36MHz),
	      .reset(reset),
	      .left_debounced(left_debounced),
	      .right_debounced(right_debounced),
	      .enable(enable),
	      .ship_x(o_ship_x)
	      );
   bullet bullet1(
		  .clk_36MHz(clk_36MHz),
		  .reset(reset),
		  .enable(enable),
		  .hit(hit),
		  .shoot(shoot_debounced),
		  .ship_x(ship_x),
		  .bullet_flying(o_bullet_flying),
		  .bullet_x(o_bullet_x),
		  .bullet_y(o_bullet_y)
		  );
   assign start_debounced = start_pulse;
   assign ship_x = o_ship_x;
   assign bullet_flying = o_bullet_flying;
   assign bullet_x = o_bullet_x;
   assign bullet_y = o_bullet_y;
   initial
     begin
	score <= 7'b0000000;     
     end
   always @(posedge clk_36MHz)
     begin
        if (reset == 0)
	  begin
	     score <= 0;
	  end
	else
	  begin
	     if (clear_score == 1)  
	       score <= 0;
	     else if (hit == 1)
	       score <= score + 1;
	  end
     end  
endmodule
module ship(
	    input wire 	     clk_36MHz,
	    input wire 	     reset,  
	    input wire 	     left_debounced,
	    input wire 	     right_debounced,
	    input wire 	     enable,
	    output reg [4:0] ship_x
	    );   
   reg [20:0] 		     next_state;
   reg [20:0] 		     current_state;
   parameter [20:0] init = 21'b000000000000000000001;
   parameter [20:0] S0   = 21'b000000000000000000010;
   parameter [20:0] S1   = 21'b000000000000000000100;
   parameter [20:0] S2   = 21'b000000000000000001000;
   parameter [20:0] S3   = 21'b000000000000000010000;
   parameter [20:0] S4   = 21'b000000000000000100000;
   parameter [20:0] S5   = 21'b000000000000001000000;
   parameter [20:0] S6   = 21'b000000000000010000000;
   parameter [20:0] S7   = 21'b000000000000100000000;
   parameter [20:0] S8   = 21'b000000000001000000000;
   parameter [20:0] S9   = 21'b000000000010000000000;
   parameter [20:0] S10  = 21'b000000000100000000000;
   parameter [20:0] S11  = 21'b000000001000000000000;
   parameter [20:0] S12  = 21'b000000010000000000000;
   parameter [20:0] S13  = 21'b000000100000000000000;
   parameter [20:0] S14  = 21'b000001000000000000000;
   parameter [20:0] S15  = 21'b000010000000000000000;
   parameter [20:0] S16  = 21'b000100000000000000000;
   parameter [20:0] S17  = 21'b001000000000000000000;
   parameter [20:0] S18  = 21'b010000000000000000000;
   parameter [20:0] S19  = 21'b100000000000000000000;
   initial begin
      current_state <= init; 
   end
   always @ (posedge clk_36MHz) begin
      current_state <= next_state;
   end
   always @(reset or left_debounced or right_debounced or enable or current_state) begin
      case (current_state)
	init : begin
	     if (reset == 0) begin
		  ship_x = 5;
		  next_state =  init;
	       end
	     else begin
		ship_x = 5;
		next_state = S5;
	     end
	  end
	S0 : begin  
	   if (reset == 0) begin
	      ship_x = 5;
	      next_state = init;
	   end
	   else if (right_debounced == 1) begin
	      ship_x = 1;
	      next_state = S1;
	   end
	   else begin
	      ship_x = 0;
	      next_state = S0;
	   end
	end
	S1 : begin
	   if (reset == 0) begin
	      ship_x = 5;
	      next_state = init;
	   end
	   else if (left_debounced == 1) begin
	      ship_x = 0;
	      next_state = S0;
	   end
	   else if (right_debounced == 1) begin
	      ship_x = 2;
	      next_state = S2;
	   end
	   else begin
	      ship_x = 1;
	      next_state = S1;
	   end
	end
	S2 : begin
	   if (reset == 0) begin
	      ship_x = 5;
	      next_state = init;
	   end
	   else if (left_debounced == 1) begin
	      ship_x = 1;
	      next_state = S1;
	   end
	   else if (right_debounced == 1) begin
	      ship_x = 3;
	      next_state = S3;
	   end
	   else begin
	      ship_x = 2;
	      next_state = S2;
	   end
	end
	S3 : begin
	   if (reset == 0) begin
	      ship_x = 5;
	      next_state = init;
	   end
	   else if (left_debounced == 1) begin
	      ship_x = 2;
	      next_state = S2;
	   end
	   else if (right_debounced == 1) begin
	      ship_x = 4;
	      next_state = S4;
	   end
	   else begin
	      ship_x = 3;
	      next_state = S3;
	   end
	end
	S4 : begin
	   if (reset == 0) begin
	      ship_x = 5;
	      next_state = init;
	   end
	   else if (left_debounced == 1) begin
	      ship_x = 3;
	      next_state = S3;
	   end
	   else if (right_debounced == 1) begin
	      ship_x = 5;
	      next_state = S5;
	   end
	   else begin
	      ship_x = 4;
	      next_state = S4;
	   end
	end
	S5 : begin
	   if (reset == 0) begin
	      ship_x = 5;
	      next_state = init;
	   end
	   else if (left_debounced == 1) begin
	      ship_x = 4;
	      next_state = S4;
	   end
	   else if (right_debounced == 1) begin
	      ship_x = 6;
	      next_state = S6;
	   end
	   else begin
	      ship_x = 5;
	      next_state = S5;
	   end
	end
	S6 : begin
	   if (reset == 0) begin
	      ship_x = 5;
	      next_state = init;
	   end
	   else if (left_debounced == 1) begin
	      ship_x = 6;
	      next_state = S5;
	   end
	   else if (right_debounced == 1) begin
	      ship_x = 7;
	      next_state = S7;
	   end
	   else begin
	      ship_x = 6;
	      next_state = S6;
	   end
	end
	S7 : begin
	   if (reset == 0) begin
	      ship_x = 5;
	      next_state = init;
	   end
	   else if (left_debounced == 1) begin
	      ship_x = 6;
	      next_state = S6;
	   end
	   else if (right_debounced == 1) begin
	      ship_x = 8;
	      next_state = S8;
	   end
	   else begin
	      ship_x = 7;
	      next_state = S7;
	   end
	end
	S8 : begin
	   if (reset == 0) begin
	      ship_x = 5;
	      next_state = init;
	   end
	   else if (left_debounced == 1) begin
	      ship_x = 7;
	      next_state = S7;
	   end
	   else if (right_debounced == 1) begin
	      ship_x = 9;
	      next_state = S9;
	   end
	   else begin
	      ship_x = 8;
	      next_state = S8;
	   end
	end
	S9 : begin
	   if (reset == 0) begin
	      ship_x = 5;
	      next_state = init;
	   end
	   else if (left_debounced == 1) begin
	      ship_x = 8;
	      next_state = S8;
	   end
	   else if (right_debounced == 1) begin
	      ship_x = 10;
	      next_state = S10;
	   end
	   else begin
	      ship_x = 9;
	      next_state = S9;
	   end
	end
	S10 : begin
	   if (reset == 0) begin
	      ship_x = 5;
	      next_state = init;
	   end
	   else if (left_debounced == 1) begin
	      ship_x = 9;
	      next_state = S9;
	   end
	   else if (right_debounced == 1) begin
	      ship_x = 11;
	      next_state = S11;
	   end
	   else begin
	      ship_x = 10;
	      next_state = S10;
	   end
	end
	S11 : begin
	   if (reset == 0) begin
	      ship_x = 5;
	      next_state = init;
	   end
	   else if (left_debounced == 1) begin
	      ship_x = 10;
	      next_state = S10;
	   end
	   else if (right_debounced == 1) begin
	      ship_x = 12;
	      next_state = S12;
	   end
	   else begin
	      ship_x = 11;
	      next_state = S11;
	   end
	end
	S12 : begin
	   if (reset == 0) begin
	      ship_x = 5;
	      next_state = init;
	   end
	   else if (left_debounced == 1) begin
	      ship_x = 11;
	      next_state = S11;
	   end
	   else if (right_debounced == 1) begin
	      ship_x = 13;
	      next_state = S13;
	   end
	   else begin
	      ship_x = 12;
	      next_state = S12;
	   end
	end
	S13 : begin
	   if (reset == 0) begin
	      ship_x = 5;
	      next_state = init;
	   end
	   else if (left_debounced == 1) begin
	      ship_x = 12;
	      next_state = S12;
	   end
	   else if (right_debounced == 1) begin
	      ship_x = 14;
	      next_state = S14;
	   end
	   else begin
	      ship_x = 13;
	      next_state = S13;
	   end
	end
	S14 : begin
	   if (reset == 0) begin
	      ship_x = 5;
	      next_state = init;
	   end
	   else if (left_debounced == 1) begin
	      ship_x = 13;
	      next_state = S13;
	   end
	   else if (right_debounced == 1) begin
	      ship_x = 15;
	      next_state = S15;
	   end
	   else begin
	      ship_x = 14;
	      next_state = S14;
	   end
	end
	S15 : begin
	   if (reset == 0) begin
	      ship_x = 5;
	      next_state = init;
	   end
	   else if (left_debounced == 1) begin
	      ship_x = 14;
	      next_state = S14;
	   end
	   else if (right_debounced == 1) begin
	      ship_x = 16;
	      next_state = S16;
	   end
	   else begin
	      ship_x = 15;
	      next_state = S15;
	   end
	end
	S16 : begin
	   if (reset == 0) begin
	      ship_x = 5;
	      next_state = init;
	   end
	   else if (left_debounced == 1) begin
	      ship_x = 15;
	      next_state = S15;
	   end
	   else if (right_debounced == 1) begin
	      ship_x = 17;
	      next_state = S17;
	   end
	   else begin
	      ship_x = 16;
	      next_state = S16;
	   end
	end
	S17 : begin
	   if (reset == 0) begin
	      ship_x = 5;
	      next_state = init;
	   end
	   else if (left_debounced == 1) begin
	      ship_x = 16;
	      next_state = S16;
	   end
	   else if (right_debounced == 1) begin
	      ship_x = 18;
	      next_state = S18;
	   end
	   else begin
	      ship_x = 17;
	      next_state = S17;
	   end
	end
	S18 : begin
	   if (reset == 0) begin
	      ship_x = 5;
	      next_state = init;
	   end
	   else if (left_debounced == 1) begin
	      ship_x = 17;
	      next_state = S17;
	   end
	   else if (right_debounced == 1) begin
	      ship_x = 19;
	      next_state = S19;
	   end
	   else begin
	      ship_x = 18;
	      next_state = S18;
	   end
	end
	S19 : begin  
	   if (reset == 0) begin
	      ship_x = 5;
	      next_state = init;
	   end
	   else if (left_debounced == 1)
	     begin
	      ship_x = 18;
	      next_state = S18;
	   end
	   else begin
	      ship_x = 19;
	      next_state = S19;
	   end
	end
	default : begin
	   ship_x = 5;
	   next_state = init;
	end
      endcase
   end  
endmodule
module timer_1us(
		 input wire clk_36MHz,
		 input wire reset,  
		 input wire en,
		 output reg q	       
		 );
   parameter PERIOD = 1;
   localparam CLK_FREQ = 36;  
   localparam MAX = (PERIOD * CLK_FREQ) - 1;
   reg [31:0] 				   count;
   initial begin
      q <= 0;
      count <= 0;
   end
   always @(posedge clk_36MHz)
     begin
	if (reset == 0)
	  count <= 0;
	else if (en == 1) begin
	   if (count == MAX)
	     count <= 0;
	   else
	     count <= count + 1;
	end
	else
	  count <= 0;
	if (count == MAX)
	  q <= 1;
	else
	  q <= 0;
     end  
endmodule
==> results.sh <==
# yosys + openroad results
export IMPL_run_status="finished, final reports clean"
export IMPL_chip_area_um2=36200
export IMPL_total_of_warnings_raised_by_yosys=13
export IMPL_yosys_area_um2=10600
export IMPL_layout_cells_non_filler=1851
export IMPL_groute_usage_overall_pct=14.9
export IMPL_ys_dominant_reg_cell="dfxtp_1"
export IMPL_synth_top_area_share_pct=41.4
export IMPL_place_detailed_instances=1796
export IMPL_worst_setup_timing_slack_at_the_placement_stage_ns=-0.129
export IMPL_critical_path_peak_fanout=6
export IMPL_final_fill_count=3487
export IMPL_cap_viol_max_count=0
export IMPL_ctsLongestPathBuffers=3
export IMPL_achievable_frequency_mhz=259
export IMPL_detailroute_via_count=9489
export IMPL_syn_inst=1295
export IMPL_grt_start_max_net_pins=33
export IMPL_regToRegEndpoint="right_debouncer.timer_1us1.count[28]$_SDFF_PP0_"
export IMPL_fin_total_pwr_mw=4.89
export IMPL_synthesis_area_um2=10600
export IMPL_initial_drt_markers=634
export IMPL_drc_violations_left=0
export IMPL_crit_type="register to primary output"
export IMPL_first_global_vias=8906
export IMPL_reg2reg_depth=7
export IMPL_crit_path_end_kind="primary output"
export IMPL_layout_worst_path_cycle_share_pct=99.1
export IMPL_floorplan_initialDensity_pct=30.7
export IMPL_sequential_area_share_after_synthesis_pct=41.4
export IMPL_period_minus_slack_ns=3.86
export IMPL_gp_routability_congestion=0.975
export IMPL_antenna_left=0
export IMPL_die_height_um=190
export IMPL_tool_warnings=28
export IMPL_port_buffers=32
export IMPL_static_leakage_nw=4.34
export IMPL_cp_startpoint="ship1.current_state[18]$_DFF_P_"
export IMPL_hold_class="register to register"
export IMPL_syn_to_final_growth_pct=21.2
export IMPL_final_design_area_no_fill_um2=12900
export IMPL_grt_setup_unrepaired="yes"
export IMPL_hold_bufs_inserted_after_cts=0
export IMPL_yosysCellCount=1295
export IMPL_crit_arrival_ns=3.08
export IMPL_drtPass1Iterations=5
export IMPL_detail_route_wirelength_um=25800
export IMPL_die_w_um=190
export IMPL_ir_worst_vdd_mv=0.318
export IMPL_post_dp_area_um2=11800
export IMPL_numCtsBuffers=26
export IMPL_ys_types=71
export IMPL_post_route_worst_setup_slack_ns=0.0356
export IMPL_antenna_found_initial=2
export IMPL_grt_pass1_wl_um=44000
export IMPL_clock_latency_late_pin_ns=0.54
export IMPL_setup_viol=0
export IMPL_setup_tns_final_ns=0
export IMPL_tritoncts_num_sinks=220
export IMPL_cp_data_required_time_ns=3.12
export IMPL_timing_reg2reg_setup_slack_ns=1.49
export IMPL_edf_count=0
export IMPL_clkSlewWorstSetupHoldPaths_ns=0.06
export IMPL_fin_hold_ws_ns=0.449
export IMPL_postSynthAreaPerCell_um2=8.22
export IMPL_grt_remaining_overflow=0
export IMPL_yosys_register_bits=220
export IMPL_area_leaders="dfxtp_1 41%, nor2_1 8.4%, xor2_1 7.6%, xnor2_1 4.3%, nand3_1 3.9%"
export IMPL_endpoint="ship_x[0]"
export IMPL_finalClockSkew_ns=0.0177
export IMPL_timing_max_transition_violations_final=0
export IMPL_post_synth_top_area_cell="dfxtp_1"
export IMPL_max_slew_worst_pin_slew_ns=0.813
export IMPL_regToRegStartpoint="right_debouncer.timer_1us1.count[0]$_SDFF_PP0_"
export IMPL_wl_per_cell_um=14.0
export IMPL_synth_async_sr_flop_share_pct=0
export IMPL_ios=34
export IMPL_power_density_cell_area_nw_per_um2=379
export IMPL_vias_per_instance=5.13
export IMPL_coreArea_um2=34700
export IMPL_clock_root_buffer="clkbuf_16"
export IMPL_post_route_util_pct=37.2
export IMPL_critPathLaunchType="register"
export IMPL_timing_final_hold_violations=0
export IMPL_worst_slew_margin_rel_pct=45.3
export IMPL_num_rows=68
export IMPL_htree_num_levels=1
export IMPL_drive_gt1_share_pct=12.8
export IMPL_hpwlAfterDp_um=18300
export IMPL_clock_tree_from_tritoncts="yes"
==> per-layer routing <==
layer / global-route usage, % / wire length, µm / share of wire [%] / up-vias
li1: - / - / - / 4813
met1: 22.4 / 12300 / 48 / 4379
met2: 22.9 / 11200 / 43 / 240
met3: 2.59 / 1590 / 6.1 / 55
met4: 3.26 / 678 / 2.6 / 2
met5: 0 / 13 / 0.050 / -
==> layout by cell type, fill, tap and decap left out, types with 37 or more instances in the layout <==
master	n
nor2_1	237
xnor2_1	52
dfxtp_1	204
xor2_1	92
buf_4	71
nand4_1	59
nand2_1	95
a21oi_1	40
o21ai_0	37
nand3_1	81
==> worst max-delay path, cell delays in order (launching register included) <==
cell       delay (ns)
dfxtp_2          0.32
or3_4            0.37
or4_4            0.61
buf_6            0.16
nor3_4           0.16
a2111oi_4        0.09
and4_4           0.19
or4_4            0.54
clkbuf_2         0.11
==> state kept, by name, summed over array words and instances (netlist names), 5 cells and up <==
| register | cells |
|---|---|
| ship1.current_state | 21 |
| start_debouncer.timer_1us1.count | 32 |
| right_debouncer.timer_1us1.count | 32 |
| score | 8 |
| bullet1.timer_1us1.count | 32 |
| left_debouncer.timer_1us1.count | 32 |
| bullet1.bullet_x | 5 |
| shoot_debouncer.timer_1us1.count | 32 |
==> how the worst min path moves through the flow <==
stage     slack (ns)                                           start  depth (start not counted)                                        endpoint
5_1_grt         0.48  start_debouncer.timer_1us1.count[0]$_SDFF_PP0_                          1  start_debouncer.timer_1us1.count[0]$_SDFF_PP0_
6_report        0.45   left_debouncer.timer_1us1.count[0]$_SDFF_PP0_                          1   left_debouncer.timer_1us1.count[0]$_SDFF_PP0_
4_1_cts         0.45   left_debouncer.timer_1us1.count[0]$_SDFF_PP0_                          1   left_debouncer.timer_1us1.count[0]$_SDFF_PP0_
==> synthesized netlist by cell type, types with 5 or more instances <==
library cell and instances:
a21oi_1 40, a221o_1 5, a22oi_1 12, a41oi_1 5
and3_1 31, and4_1 16, clkbuf_1 43, dfxtp_1 220
ha_1 7, inv_1 24, nand2_1 96, nand2b_1 10
nand3_1 82, nand4_1 59, nor2_1 238, nor2b_1 7
nor3_1 30, nor4_1 42, nor4b_1 10, o21ai_0 38
o221ai_1 5, o22ai_1 7, or3_1 21, or4_1 16
xnor2_1 52, xor2_1 92
==> what timing repair did <==
action,in CTS,in global routing
pin swaps,11,2
resized,32,28
buffers inserted,8,1
endpoints found under the setup margin,5,5
==> kinds of logic after synthesis <==
kind of cell / share of synthesized area [%]
simple gates: 34.2
xor+xnor: 11.8
flops: 41.4
mux: 0.282
fa+ha+maj: 0.823
buf+inv: 2.76
compound gates: 8.74
==> layout make-up <==
cell class / instances / area (µm²) / share of cell area, %
multi-input combinational: 1001 / 6130 / 47.5
inverter: 24 / 90.1 / 0.698
timing repair buffer: 105 / 868 / 6.73
clock buffer: 39 / 759 / 5.89
tap: 455 / 569 / 4.41
sequential: 220 / 4430 / 34.3
antenna: 1 / 2.50 / 0.0194
clock inverter: 6 / 58.8 / 0.456
==> report_power, final <==
| group | switching, mW | internal [mW] |
|---|---|---|
| logic | 0.188 | 0.130 |
| registers | 0.0239 | 2.27 |
| clock network | 0.939 | 1.34 |
| total | 1.15 | 3.74 |
