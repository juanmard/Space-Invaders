===== flow/constraint.sdc =====
current_design invaders

set clk_period 6.4
set clk_io_pct 0.2

create_clock -name clk0 -period $clk_period [get_ports {clk_36MHz}]

set non_clock_inputs [all_inputs -no_clocks]
set_input_delay [expr $clk_period * $clk_io_pct] -clock clk0 $non_clock_inputs
set_output_delay [expr $clk_period * $clk_io_pct] -clock clk0 [all_outputs]

===== flow/design.v =====
module invaders(
		input wire 	  clk_36MHz,  
		input wire 	  reset,  
		input wire 	  start,
 		input wire [4:0]  bullet_x,
		input wire [3:0]  bullet_y,
		input wire [2:0]  level,
		output reg 	  hit,
		output reg [19:0] invaders_array,
		output reg [3:0]  invaders_line
		);   
   wire 			  tick1;
   parameter SPEED = 100000;
   timer_1us #(SPEED) speed_timer1(
			  .clk_36MHz(clk_36MHz),
			  .reset(reset),
			  .en(1),
			  .q(tick1)
			  );
   timer_1us #(2000) speed_timer2(
			  .clk_36MHz(clk_36MHz),
			  .reset(reset),
			  .en(1),
			  .q(tick2)
			  );   
   localparam RIGHT = 1'b1;
   localparam LEFT  = 1'b0;
   reg 			    direction, moving;
   reg [2:0] 		    state;
   initial begin
      invaders_array <= 20'b00000000000111111111;
      invaders_line <= 4'b0001;
      moving <= 0;
      direction <= LEFT;
      hit <= 0;
      state <= 0;
   end
   always @(posedge clk_36MHz) begin
      if (reset == 0) begin
	 invaders_array <= 20'b00000000000111111111;
	 invaders_line <= 4'b0001;
	 moving <= 0;
	 direction <= LEFT;
	 hit <= 0;
	 state <= 1;
      end
      else if ((bullet_y == invaders_line + 1) && (invaders_array[bullet_x] == 1)) begin
	 hit <= 1;
	 invaders_array[bullet_x] <= 0;
      end
      else if (tick1 == 1) begin
	 if (invaders_array[19] == 1 && direction == LEFT) begin
	    invaders_line <= invaders_line + 1;
	    moving <= 1;
	    direction <= RIGHT;
	    state <= 2;
	 end
	 else if (invaders_array[0] == 1 && direction == RIGHT) begin
	    invaders_line <= invaders_line + 1;
	    moving <= 1;
	    direction <= LEFT;
	    state <= 3;
	 end
	 else if (direction == RIGHT) begin
	    invaders_array <= invaders_array>>1;
	    moving <= 1;
	    state <= 4;
	 end
	 else if (direction == LEFT) begin
	    invaders_array <= invaders_array<<1;
	    moving <= 1;
	    state <= 5;
	 end
	 else begin
	    invaders_array <= invaders_array;
	    invaders_line <= invaders_line;
	    moving <= moving;
	    direction <= direction;
	    state <= 6;
	    hit <= 0;
	 end
      end  
      else begin
	 invaders_array <= invaders_array;
	 invaders_line <= invaders_line;
	 moving <= moving;
	 direction <= direction;
	 state <= 7;
	 hit <= 0;
      end  
   end  
endmodule
module timer_1us(
		 input wire clk_36MHz,
		 input wire reset,  
		 input wire en,
		 output reg q	       
		 );
   parameter PERIOD = 1;
   localparam CLK_FREQ = 36;  
   localparam MAX = (PERIOD * CLK_FREQ) - 1;
   reg [31:0] 				   count;
   initial begin
      q <= 0;
      count <= 0;
   end
   always @(posedge clk_36MHz)
     begin
	if (reset == 0)
	  count <= 0;
	else if (en == 1) begin
	   if (count == MAX)
	     count <= 0;
	   else
	     count <= count + 1;
	end
	else
	  count <= 0;
	if (count == MAX)
	  q <= 1;
	else
	  q <= 0;
     end  
endmodule

===== flow/config.mk =====
export PLATFORM = sky130hd
export DESIGN_NAME = invaders
export DESIGN_NICKNAME = invaders
export VERILOG_FILES = /design/flow/design.v
export SDC_FILE = /design/flow/constraint.sdc
export NUM_CORES = 4
export LEC_CHECK = 1
export CORE_UTILIZATION = 50

===== flow/run.sh =====
#!/bin/bash
# OpenROAD 26Q1-2900-gdf79404cd8, Yosys 0.63+post, stock flow scripts
make -C /OpenROAD-flow-scripts/flow DESIGN_CONFIG=/design/flow/config.mk WORK_HOME=/design/flow/orfs finish

==> impl_metrics.ini <==
; synthesis and place-and-route metrics
[power]
pwr-share-seq = 0.481
power.share.combinational = 0.056
p_sw_frac = 0.226
p_leak_nw = 1.37
vdd_ir_drop_max_mv = 0.208
intPower_mw = 0.597
power.switching_mw = 0.174
power_density_nw_per_um2 = 202
clock_power_share = 0.462

[global_routing]
grt_pass1_wl_um = 11400
antenna_found_initial = 0
grt_start_max_net_pins = 34
first_global_vias = 2412
track_usage = 0.226
grt-ovfl-total = 0

[die]
die_y_um = 82.1
rows = 28
chipArea_sq_um = 6740
core_sq_um = 6060
ios = 40
die_width_um = 82.1
fp_util = 0.529

[clock_tree]
cts_setup_buffers = 0
cts-hold-fix-buffers = 0
root_buffer = clkbuf_8
cts_resized = 0
htreeDepth = 3
tritoncts = yes
cts_buffer_depth = 2
cts_sinks = 59
clock.latency.late_pin_ns = 0.33
cts.clk_slew.worst_paths_ns = 0.07
cts-buffers-inserted = 9

[synth]
ys_types = 53
ys_ff = 59
flop_cell = dfxtp_1
ys_area_sq_um = 3210
syn_area_per_cell_sq_um = 8.86
topCellsByArea = dfxtp_1 (37%), nor2_1 (5.9%), xor2_1 (5.5%), mux2i_1 (5.3%), mux2_2 (4.6%)
synthTopCellsByCount = dfxtp_1 (59), nor2_1 (50), nand2_1 (33), xor2_1 (20), mux2i_1 (17)
yosys_warnings = 6
synth-edff-count = 0
netlist_instances = 362
ys_cells = 362
synthArstFlopShare = 0
yosysTopAreaCellShare = 0.368
yosysTopAreaCell = dfxtp_1
most_common_cell = dfxtp_1
netlist_area_sq_um = 3210
synth_seq_share = 0.368

[timing]
relSlewSlack = 0.390
rsz0062_at_grt = no
clock_skew_ns = 0.00852
fin_crit_ns = 4.38
hold_violations = 0
fin_crit_sh = 0.684
tns_ns = 0
worstMarginPinSlew_ns = 0.914
max_freq_mhz = 228
drv_slew = 0
finalSetupViolations = 0
layout_setup_ws_ns = 2.02

[run]
tool_warnings = 33
cap_viol_max_count = 0

[route]
drt_first_pass_iters = 4
wl_um = 7020
via_per_inst = 5.65
dr.first_iter.drc_count = 126
vias = 2678
postRouteAntennaNets = 0
antenna-diode-count = 0
drcViolationCount = 0
wl_per_cell_um = 14.8

[placed_design]
preCtsSetupSlack_ns = 1.73
hpwl_um = 4660
io_buffers = 35
gp_congestion = 0.931

[worst_hold_path]
hold_path.class = register to register

[worst_setup_path]
cp-end-kind = register
timing.critical_path.required_ns = 6.64
worstPathArrival_ns = 4.61
crit_path_max_fanout = 33
slowest_stage = clkdlybuf4s50_1
start_kind = primary input
critical_path.cell_chain = clkdlybuf4s50_1 > mux4_2 > mux2_2 > a221o_1 > a21oi_4 > mux2i_1 > a211oi_1
path_class = primary input to register
critPathMaxStageDelay_ns = 0.87

[final_layout]
area_growth_pct = 18.8
drive_above_1_share = 0.100

[run_status]
status = complete, no violations
## critical path, delay by kind of cell
kind            cells  cell delay (ns)
compound gates      3             1.42
mux                 3             1.02
buf+inv             1             0.87
## layout by cell type, fill, tap and decap left out, types with 13 or more instances in the layout
cell,Yosys,final
mux2_2,13,13
xor2_1,20,20
clkdlybuf4s50_1,0,35
a21oi_1,16,16
xnor2_1,16,16
nor2_1,50,50
nand3_1,13,13
nand2_1,33,33
dfxtp_1,59,59
mux2i_1,17,17
## final timing paths
check                                        start            endpoint  slack (ns)  cells after the start
worst max register to register  invaders_array[15]  invaders_array[13]        3.61                      6
worst max-delay path                   bullet_x[0]  invaders_array[13]        2.02                      7
worst min-delay path                           hit                 hit        0.47                      2
worst min register to register                 hit                 hit        0.47                      2
## power by group through the flow
| stage | Combinational [mW] | Sequential (mW) | Clock (mW) |
|---|---|---|---|
| global route | 0.0473 | 0.371 | 0.381 |
| CTS | 0.0433 | 0.371 | 0.366 |
| finish | 0.0435 | 0.371 | 0.356 |
## state kept, by name, indices dropped and copies added (netlist names)
| register | flops |
|---|---|
| direction | 1 |
| hit | 1 |
| invaders_array | 20 |
| invaders_line | 4 |
| speed_timer1.count | 32 |
| speed_timer1.q | 1 |
## per-stage QoR
stage          cell area, sq um  cells  power, mW  hold WS, ns   util
6_report                   3810    474      0.771        0.465  0.629
5_1_grt                    3810    474      0.799        0.489  0.629
2_1_floorplan              3210    362      0.407        0.422      -
3_5_place_dp               3600    459      0.422        0.461  0.594
3_3_place_gp               3600    459      0.422        0.454  0.594
4_1_cts                    3810    474      0.780        0.471  0.629
## cell type report
type / count / area [sq um]
Timing Repair Buffer: 38 / 373
Clock buffer: 12 / 165
Clock inverter: 3 / 46.3
Multi-Input combinational cell: 278 / 1920
Inverter: 9 / 33.8
Tap cell: 75 / 93.8
Sequential cell: 59 / 1180
Fill cell: 523 / 2250
## metal layers
layer	vias to the layer above	global-route usage	wire [um]
li1	1363	-	-
met3	4	0.0440	321
met5	-	0	0
met4	0	0.0211	50
met2	54	0.368	3330
met1	1257	0.330	3320
## cells by family (layout without fill, tap and decap cells)
group                      Yosys count  after routing  share of synthesized area
xor gates and xnor gates            36             36                     0.0983
adders and majority gates            6              6                     0.0234
and+or+nand+nor                    144            144                      0.217
muxes                               34             34                      0.127
AOI/OAI and AO/OA                   58             58                      0.132
DFF                                 59             59                      0.368
buffers and inverters               25             62                     0.0336
Power and IR drop assume default switching activity.
