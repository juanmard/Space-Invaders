==> run.sh <==
#!/bin/bash
# OpenROAD 26Q1-2900-gdf79404cd8, Yosys 0.63+post, stock flow scripts
make -C /OpenROAD-flow-scripts/flow DESIGN_CONFIG=/design/flow/config.mk WORK_HOME=/design/flow/orfs finish
==> config.mk <==
export PLATFORM = sky130hd
export DESIGN_NAME = vga_controller
export DESIGN_NICKNAME = vga_controller
export VERILOG_FILES = /design/flow/design.v
export SDC_FILE = /design/flow/constraint.sdc
export NUM_CORES = 4
export LEC_CHECK = 1
export CORE_UTILIZATION = 30
==> constraint.sdc <==
current_design vga_controller

set clk_period 3.5
set clk_io_pct 0.2

create_clock -name clk0 -period $clk_period [get_ports {clk_36MHz}]

set non_clock_inputs [all_inputs -no_clocks]
set_input_delay [expr $clk_period * $clk_io_pct] -clock clk0 $non_clock_inputs
set_output_delay [expr $clk_period * $clk_io_pct] -clock clk0 [all_outputs]
==> design.v <==
module vga_controller(
	     input wire       clk_36MHz,
	     input wire [2:0] rgb,
	     output wire      hsync,  
	     output wire      vsync,  
	     output reg       red,  
	     output reg       green,  
	     output reg       blue,  
	     output reg [9:0] x,
	     output reg [9:0] y    
	     );
   wire 		      clk;
   parameter ACTIVE_H_VIDEO = 640;
   parameter ACTIVE_V_VIDEO = 480;
   parameter HFP = 32; 	 
   parameter H_PULSE = 48; 	 
   parameter HBP = 112; 	 
   parameter VFP = 1; 		 
   parameter V_PULSE = 3; 	 
   parameter VBP = 25; 	 
   parameter BLACK_H = HFP + H_PULSE + HBP;
   parameter BLACK_V = VFP + V_PULSE + VBP;
   parameter H_PIXELS = BLACK_H + ACTIVE_H_VIDEO;
   parameter V_LINES = BLACK_V + ACTIVE_V_VIDEO;
   reg [9:0] 	       h_counter;
   reg [9:0] 	       v_counter;
   initial begin
      x <= 0;
      y <= 0;
      h_counter <= 0;
      v_counter <= 0;
      red <= 1;
      green <= 0;
      blue <= 0;
   end
   always @(posedge clk_36MHz)
     begin
	if (h_counter < H_PIXELS - 1)
	  h_counter <= h_counter + 1;	
	else
	  begin
	     h_counter <= 0;
	     if (v_counter < V_LINES - 1)
	       v_counter <= v_counter + 1;
	     else
	       v_counter <= 0;
	  end  
     end  
   wire active_video;
   assign hsync = (h_counter >= HFP && h_counter < HFP + H_PULSE) ? 0:1;
   assign vsync = (v_counter >= VFP && v_counter < VFP + V_PULSE) ? 0:1;
   assign active_video = (h_counter >= HFP + H_PULSE + HBP && v_counter >= VFP + V_PULSE + VBP) ? 1:0;
   always @(posedge clk_36MHz)
     begin
	if (active_video == 1)
	  begin
	     red <= rgb[2];
	     green <= rgb[1];
	     blue <= rgb[0];
	     x <= h_counter - HFP - H_PULSE - HBP;
	     y <= v_counter - VFP - V_PULSE - VBP;
	  end  
	else
	  begin
	     red <= 0;
	     green <= 0;
	     blue <= 0;
	     x <= 0;
	     y <= 0;
	  end
     end  
endmodule
==> metrics.yaml <==
status: "finished, final reports clean"
placeableCoreArea_um2: 6310
floorplan.die.height_um: 82.8
vias: 1496
top_area_cell: "sky130_fd_sc_hd__dfxtp_1"
arrival_time_at_the_worst_endpoint_ns: 1.96
timing.setup.critical_path_class: "reg -> out"
leakage_uw: 0.000890
critical_path.reg2reg.startpoint: "h_counter[0]"
r2r-end: "v_counter[8]"
drtIter0Drc: 126
n_antenna_cell: 0
post-route-period-util_pct: 76.1
ys_types: 42
fillers: 609
enable_flop_cells: 10
finalWorstPathRequiredPeriod_ns: 2.66
share_of_the_core_filled_by_cells_before_placement_pct: 31.0
ff_type: "sky130_fd_sc_hd__dfxtp_1"
setup_total_negative_slack_ns: 0
critPathCaptureType: "output port"
dp.final_hpwl_um: 2510
irDropWorstVdd_v: 0.000203
post_synth_instance_area_um2: 1960
detail_route.wl_per_cell_um: 12.6
cts.path.max_buffers: 2
grt_max_degree: 24
yosys_register_bits: 43
required_ns: 2.80
critical_path.startpoint_type: "flop"
sequential_cell_area_um2: 961
gr-usage-all-layers_pct: 12.4
grt.overflow.total: 0
routability_cong: 0.804
tritoncts.num_buffers: 5
floorplan.die.width_um: 82.8
synthCells: 197
area.growth.synth_to_final_pct: 23.6
final_antenna_net_count: 0
remaining_drc_errors: 0
post_cts_repair_timing_setup_buffer_count: 0
ys_area_um2: 1960
timing.hold.worst_endpoint: "h_counter[0]"
power_per_cell_area_nw_per_um2: 368
min_path_type: "reg -> reg"
timing_worst_slew_pin_value_ns: 0.607
critical_path.max_fanout: 11
first_pass_iters: 4
openroad.warnings: 31
via_per_inst: 4.95
final-max-slew-violation-count: 0
area_leaders: "sky130_fd_sc_hd__dfxtp_1 (34%), sky130_fd_sc_hd__edfxtp_1 (15%), sky130_fd_sc_hd__ha_1 (5.1%), sky130_fd_sc_hd__o21ai_0 (3.6%), sky130_fd_sc_hd__xor2_1 (3.6%)"
grt_pass1_vias: 1315
yosys_warnings: 1
cts_tree: "yes"
port-buffer-count: 28
achievable-frequency_mhz: 375
fin_hold_ws_ns: 0.552
cts-hold-fix-buffers: 0
cts_resized: 0
global_route_wire_length_before_repair_um: 6380
postLayoutCoreUtil_pct: 38.3
ys_cells: 197
slew_headroom_pct: 59.4
mi_logic_area_um2: 896
setup_viol_count_final: 0
worst-r2r-cell-count: 5
synthesis.area_per_instance_um2: 9.93
cts.clk_slew.worst_paths_ns: 0.08
layout-drive-gt1-share_pct: 7.11
seq_area_frac_synth_pct: 49.1
hold_path_startpoint: "h_counter[0]"
clk-insertion-delay-late_ns: 0.29
worst_hold_path.num_cells: 1
netlist.area_leader.share_pct: 33.8
finalWirelength_um: 3820
std_cell_rows: 29
cap_violations: 0
rsz0062_at_grt: "no"
finalHoldViolCount: 0
synth-async-reset-ratio_pct: 0
cts.root.buffer_cell: "sky130_fd_sc_hd__clkbuf_8"
design.portCount: 29
fp.dieArea_um2: 6850
cts_sinks: 43
worst-r2r-setup-slack_ns: 1.46
skew_ns: 0.00635
cts_htree_levels: 2
initial_antenna_violation_count: 0
==> state kept, by name, summed over array words and instances (netlist names) <==
name / cells
blue: 1
y: 10
v_counter: 10
red: 1
green: 1
h_counter: 10
x: 10
==> how the worst max path moves through the flow <==
stage / start / to
after CTS: v_counter[5] / vsync
after global routing: v_counter[5] / vsync
final: v_counter[5] / vsync
==> cells by family (layout without fill, tap and decap cells) <==
kind of cell	Yosys count	count (layout)	share of synthesized area [%]
XOR/XNOR	12	12	5.37
AND-OR/OR-AND	41	41	14.3
other	1	1	0.192
AND/OR/NAND/NOR	67	67	20.1
flip-flops	43	43	49.1
buffers and inverters	25	53	5.75
adder cells (fa/ha/maj)	8	8	5.12
==> per-stage QoR <==
step | area [um2] | power [uW] | setup WS (ns) | cells
after floorplan | 1960 | 519 | 1.58 | 197
after global routing | 2420 | 927 | 0.735 | 302
after global placement | 2310 | 526 | 1.14 | 294
after CTS | 2420 | 902 | 0.827 | 302
final | 2420 | 889 | 0.835 | 302
after detailed placement | 2310 | 526 | 1.15 | 294
==> synthesized netlist by cell type, types with 2 or more instances <==
master and count:
sky130_fd_sc_hd__xor2_1 8, sky130_fd_sc_hd__buf_2 6, sky130_fd_sc_hd__nand4_1 3, sky130_fd_sc_hd__o21ai_0 14, sky130_fd_sc_hd__nand2_1 3, sky130_fd_sc_hd__edfxtp_1 10, sky130_fd_sc_hd__inv_1 13, sky130_fd_sc_hd__clkbuf_1 3
sky130_fd_sc_hd__or4_1 2, sky130_fd_sc_hd__or3_1 8, sky130_fd_sc_hd__nor2_1 7, sky130_fd_sc_hd__ha_1 8, sky130_fd_sc_hd__nor3_1 13, sky130_fd_sc_hd__nand2b_1 3, sky130_fd_sc_hd__buf_4 3, sky130_fd_sc_hd__o31ai_1 2
sky130_fd_sc_hd__dfxtp_1 33, sky130_fd_sc_hd__xnor2_1 4, sky130_fd_sc_hd__a211oi_1 3, sky130_fd_sc_hd__a22oi_1 3, sky130_fd_sc_hd__a31oi_1 2, sky130_fd_sc_hd__nor3b_1 8, sky130_fd_sc_hd__nand3_1 11, sky130_fd_sc_hd__a21oi_1 9
==> layer usage <==
| layer | track usage (%) | routed length, um |
|---|---|---|
| met1 | 19.8 | 1930 |
| met2 | 18.3 | 1580 |
| met3 | 2.23 | 256 |
| met4 | 1.38 | 57 |
| met5 | 0 | 0 |
==> where the power goes <==
part / internal (uW) / total [uW] / switching [uW]
combinational: 6.58 / 7.52 / 0.948
sequential: 507 / 507 / 0.364
clock: 214 / 375 / 162
total: 727 / 889 / 163
==> cells in the final DEF, fill, tap and decap left out, drive strengths merged, types with 4 or more instances in the layout <==
cell type	n
dfxtp	33
clkdlybuf4s50	28
o21ai	14
inv	13
nor3	13
nand3	11
edfxtp	10
a21oi	9
or3	9
xor2	8
nor3b	8
ha	8
nor2	7
clkbuf	7
a211oi	5
xnor2	4
buf	4
==> layout make-up <==
type | instances | area share (%)
Timing Repair Buffer | 32 | 12.8
Clock buffer | 7 | 3.16
Clock inverter | 1 | 1.24
Tap cell | 77 | 3.98
Inverter | 13 | 2.02
Multi-Input combinational cell | 129 | 37.0
Sequential cell | 43 | 39.7
==> worst max-delay path, cell delays in order, from the launching register on <==
cell and delay, ns:
sky130_fd_sc_hd__edfxtp_1 0.52, sky130_fd_sc_hd__or4_4 0.57, sky130_fd_sc_hd__nor2_1 0.11, sky130_fd_sc_hd__nand3_1 0.07, sky130_fd_sc_hd__clkdlybuf4s50_1 0.40
Power figures rest on the tool's default switching activity, not on a simulated workload.
